$ cat flow/design.v
module enc2chan (
    input logic clk,         
    input logic reset_n,     
    input logic cw, ccw,     
    output logic [2:0] chan  
);
    logic [2:0] chan_index;   
    logic active;             
    always_ff @(posedge clk or negedge reset_n) begin
        if (!reset_n) begin
            chan_index <= 3'd0;   
            active <= 1'b0;       
        end 
        else begin
            if (cw) begin
                if (!active) begin
                    active <= 1'b1;  
                end else if (chan_index < 3'd7) begin
                    chan_index <= chan_index + 1;  
                end
            end 
            else if (ccw) begin
                if (chan_index > 3'd0) begin
                    chan_index <= chan_index - 1;  
                end
            end
        end
    end
    assign chan = active ? chan_index : 3'd0;
endmodule
$ cat flow/constraint.sdc
current_design enc2chan

set clk_period 1.5
set clk_io_pct 0.2

create_clock -name clk0 -period $clk_period [get_ports {clk}]

set non_clock_inputs [all_inputs -no_clocks]
set_input_delay [expr $clk_period * $clk_io_pct] -clock clk0 $non_clock_inputs
set_output_delay [expr $clk_period * $clk_io_pct] -clock clk0 [all_outputs]
$ cat flow/run.sh
#!/bin/bash
# OpenROAD 26Q1-2900-gdf79404cd8, Yosys 0.63+post, stock flow scripts
make -C /OpenROAD-flow-scripts/flow DESIGN_CONFIG=/design/flow/config.mk WORK_HOME=/design/flow/orfs finish
$ cat flow/config.mk
export PLATFORM = sky130hd
export DESIGN_NAME = enc2chan
export DESIGN_NICKNAME = enc2chan
export VERILOG_FILES = /design/flow/design.v
export SDC_FILE = /design/flow/constraint.sdc
export NUM_CORES = 4
export LEC_CHECK = 1
export CORE_AREA = 10 10 70 70
export DIE_AREA = 0 0 80 80
==> Changelog: implementation <==
### Metrics

* Multi-input logic area at 178.9 um2
* Highest routed layer: met3
* Comb area leader: simple AND/OR/NAND/NOR gates
* Syn Area/Cell at 11.11 um2
* Area grow syn2layout at 89.64%
* Post-route insts no fill at 92
* DRT Wirelength at 687 um
* Fillers at 388
* Sequential cell area at 100.1 um2
* Xor/xnor share at 6.306%
* Cell count in the Yosys report at 25
* Slowest CP cell: dfrtp_1
* Worst slew pin tran at 189.4 ps
* Post-route DRC at 0
* Worst Setup SP: chan_index[1]$_DFFE_PN0P_
* # IOs at 7
* Yosys top cell by area: dfrtp_1
* CP Capture Type: flop
* Syn Inst Count at 25
* Cell Area, Synth at 277.8 um2
* Global-route wire length before repair at 1041 um
* Drt pass-1 iters at 3
* Finished Cell Area at 526.8 um2
* Final Cycle Share at 96.22%
* Pre-Place Util at 8.132%
* Remaining antenna violation count after routing at 0
* All-layer global routing usage at 1.971%
* CP Data Required Time at 1610 ps
* Clk latency late pin at 230 ps
* DR WL/cell at 7.467 um
* Final setup fails at 0
* Yosys reg bits at 4
* Routed wl met3 at 57 um
* Max Fclk at 692.8 MHz
* Worst path max stage delay at 380 ps
* OpenROAD warning count at 25
* Worst EP arrival at 1560 ps
* Clk slew on worst S/H paths at 40 ps
* Clock root cell: clkbuf_4
* Hold/Removal Path Class: in -> async
* Clock skew at 5.231 ps
* Synth cell types at 21
* M1 WL at 316 um
* Cts bufs inserted at 3
* DR iter-0 viols at 27
* Delay-heaviest family, CP: flip-flops
* Chip area at 0.006400 mm2
* Status: finished, final reports clean
* Hold Fails Final Rpt at 0
* Crit path buf inv count at 2
* Final Max Tran Viols at 0
* Dominant cells by area after synthesis: dfrtp_1 36%, fa_1 7.2%, mux2_4 5.4%, and2_1 4.5%, o22ai_2 4.5%
* Number of global-route vias before repair at 250
* RSZ-0062 raised after global routing: no
* Max Cap Viol at 0
* Dpl cell area at 429.2 um2
* Pleak at 0.2266 nW
* Crit-path cells: buf_6, buf_4, and3_1, o22ai_2, mux2_4
* H-tree levels at 1
* Port Buf Inserts at 6
* Slew headroom at 87.38%
* Initial antenna violation count at 0
* Synth warn at 1
* DIE WIDTH at 80 um
* Placed insts at 82
* Maximum vdd drop at 0.0002749 V
* Dpl ws at -453.7 ps
* Final Critical Period at 1443 ps
* FF-to-FF Start: chan_index[1]$_DFFE_PN0P_
* Share of layout cells above drive strength 1 at 54.35%
* Largest net degree at the start of global routing at 7
* Post-Synth AOI/OAI Area at 15.32%
* Antenna Cells at 0
* Top-count cell post-synth: dfrtp_1
* Clock sink total at 4
* Vias per cell at 2.837
* Setup CP Type: reg -> reg
* Yosys stat area at 277.8 um2
* Core area at 0.003416 mm2
* Grt ovf at 0
* Hold slack at 266.9 ps
* Vias at 261
* CP Max Fanout at 5
* Gpl congestion at 0.7485
* CTS tree: yes
* Row Count at 21
* Adder Share, Synth at 7.207%
* AND/OR/NAND/NOR Cells, Area Fraction at 24.32%
* Power per cell area at 1760 mW/mm2
* Synth top cells by count: 4 x dfrtp_1, 2 x and2_1
* Post-synthesis sequential area ratio at 36.04%
* Ys async rst share at 100.0%
* Height of the die at 80 um
* Max clock buf depth at 2
* Final worst slack at 56.68 ps
* DR WL met2 at 313 um
* Dominant flop cell: dfrtp_1
* CP Launch Type: flop
* Mux frac, synth at 5.405%
* Area share, top type at 36.04%
* Count of library flops with an enable pin at 0
-- power by group --
part	switching (mW)	total, mW	leakage, nW	internal (mW)
Sequential	0.0269	0.181	0.0434	0.154
Combinational	0.219	0.619	0.169	0.399
Clock	0.0389	0.128	0.0138	0.0891
-- worst register-to-register path, delay by kind of cell, from the launching register on --
family,cells,cell delay (ps)
flip-flops,1,380
multiplexers,1,310
buffers and inverters,2,260
AND-OR/OR-AND,1,190
AND/OR/NAND/NOR,1,180
-- cell families (layout without fill, tap and decap cells) --
logic type | count (synthesis) | after routing
AOI/OAI and AO/OA | 5 | 5
xor gates and xnor gates | 2 | 2
adders and majority gates | 1 | 1
buffers and inverters | 2 | 23
DFF | 4 | 4
muxes | 1 | 1
and+or+nand+nor | 10 | 10
-- final timing paths --
path / end / slack, ps / depth (start not counted)
hold / removal: chan_index[1]$_DFFE_PN0P_ / 270 / 1
hold reg to reg: chan_index[0]$_DFFE_PN0P_ / 690 / 3
max in group asynchronous: chan_index[2]$_DFFE_PN0P_ / 1070 / 1
min in group clk0: active$_DFFE_PN0P_ / 570 / 3
setup reg to reg: chan_index[1]$_DFFE_PN0P_ / 60 / 5
setup / recovery: chan_index[1]$_DFFE_PN0P_ / 60 / 5
-- registers in the layout (all words and copies together), names as in the netlist --
| name | cells |
|---|---|
| active | 1 |
| chan_index | 3 |
-- cells in the final DEF, fill, tap and decap left out, types with 2 or more instances in the layout --
master and instances:
dlygate4sd2_1 3, clkbuf_4 3, buf_6 2, clkdlybuf4s50_1 2, dfrtp_1 4, and2_1 2
buf_4 11, nor3_2 2
-- layout make-up --
class / instances / area share (%)
Clock buffer: 3 / 4.276
Inverter: 1 / 0.7126
Multi-Input combinational cell: 19 / 33.97
Timing Repair Buffer: 19 / 31.12
Sequential cell: 4 / 19.00
Tap cell: 46 / 10.93
-- what timing repair did --
action / 4_1_cts / 5_1_grt
resized: 7 / 3
hold buffers: 0 / 0
pin swaps: 1 / 2
buffers inserted: 7 / 0
endpoints found under the setup margin: 4 / 2
hold endpoints to repair: 0 / 0
-- layer usage --
| layer | GRT usage (%) | up-vias |
|---|---|---|
| met5 | 0 | - |
| met4 | 0.3521 | 0 |
| met3 | 1.136 | 0 |
| met2 | 2.970 | 5 |
| met1 | 2.403 | 124 |
| li1 | - | 132 |
-- per-stage QoR --
stage	power, mW	setup TNS (ps)	utilization [%]
finish	0.9273	0	15.42
global route	1.009	0	15.42
CTS	0.9126	0	15.09
detailed placement	0.6649	-766.6	12.56
global placement	0.6549	-716.8	12.56
floorplan	0.4621	0	-
Power figures rest on the tool's default switching activity, not on a simulated workload.
